[design/flow/config.mk]
export PLATFORM = sky130hd
export DESIGN_NAME = ID_EX
export DESIGN_NICKNAME = ID_EX
export VERILOG_FILES = /design/flow/design.v
export SDC_FILE = /design/flow/constraint.sdc
export NUM_CORES = 4
export LEC_CHECK = 1
export CORE_AREA = 10 10 236 236
export DIE_AREA = 0 0 246 246
[design/flow/constraint.sdc]
current_design ID_EX

set clk_period 1.0
set clk_io_pct 0.2

create_clock -name clk0 -period $clk_period [get_ports {clk}]

set non_clock_inputs [all_inputs -no_clocks]
set_input_delay [expr $clk_period * $clk_io_pct] -clock clk0 $non_clock_inputs
set_output_delay [expr $clk_period * $clk_io_pct] -clock clk0 [all_outputs]
[design/flow/design.v]
module ID_EX(
    input clk, reset,
    input [31:0] rs1, rs2, imm, pc, pcAdd4,
    input [4:0] rd,
    input EscReg, EscMem, ulaImm, jump, Branch, lui, auiPc, jalr, lw,
    input [2:0] aluControl,
    output reg [31:0] rs1Out, rs2Out, immOut, pcOut, pcAdd4Out,
    output reg [4:0] rdOut,
    output reg EscRegOut, EscMemOut, ulaImmOut, jumpOut, BranchOut, luiOut, auiPcOut, jalrOut, lwOut,
    output reg [2:0] aluControlOut
);
always @(posedge clk, posedge reset)
    begin
    if (reset)
        begin
        rs1Out <= 32'b0;
        rs2Out <= 32'b0;
        immOut <= 32'b0;
        rdOut <= 5'b0;
        pcOut <= 32'b0;
        pcAdd4Out <= 32'b0;
        EscRegOut <= 1'b0;
        EscMemOut <= 1'b0;
        ulaImmOut <= 1'b0;
        jumpOut <= 1'b0;
        BranchOut <= 1'b0;
        luiOut <= 1'b0;
        auiPcOut <= 1'b0;
        jalrOut <= 1'b0;
        lwOut <= 1'b0;
        aluControlOut <= 3'b0;
        end
    else
        begin
        rs1Out <= rs1;
        rs2Out <= rs2;
        immOut <= imm;
        rdOut <= rd;
        pcOut <= pc;
        pcAdd4Out <= pcAdd4;
        EscRegOut <= EscReg;
        EscMemOut <= EscMem;
        ulaImmOut <= ulaImm;
        jumpOut <= jump;
        BranchOut <= Branch;
        luiOut <= lui;
        auiPcOut <= auiPc;
        jalrOut <= jalr;
        lwOut <= lw;
        aluControlOut <= aluControl;
        end
    end
endmodule
[design/flow/run.sh]
#!/bin/bash
# OpenROAD 26Q1-2900-gdf79404cd8, Yosys 0.63+post, stock flow scripts
make -C /OpenROAD-flow-scripts/flow DESIGN_CONFIG=/design/flow/config.mk WORK_HOME=/design/flow/orfs finish
==> flow_summary.json <==
{
  "run_status": "finished with violations",
  "violations": "negative setup slack",
  "synth-cells-yosys": 178,
  "critical_path_required_ps": 800,
  "detail_route.wirelength_um": 16300,
  "post_dp_cell_area_mm2": 0.00906,
  "period_used_share": 1.19,
  "vias_per_cell": 2.37,
  "yosys.stat.chipArea_mm2": 0.00443,
  "antenna_violation_net_count_after_detailed_routing": 0,
  "critPathKind": "reg -> out",
  "numClockSinks": 177,
  "proportion_of_layout_cells_with_a_drive_suffix_above_1": 0.393,
  "number_of_global_route_vias_before_repair": 3335,
  "detailed_place_hpwl_um": 13500,
  "fin_util": 0.174,
  "dieArea_mm2": 0.0605,
  "fillCellCount": 5503,
  "n_antenna_cell": 0,
  "drt_first_iter_violations": 75,
  "synth_cells": 178,
  "clock_tree.buffer_depth": 2,
  "worstHoldPathType": "in -> async",
  "worstPathArrival_ps": 990,
  "synth.top_cells.by_count": "dfrtp_1, inv_1",
  "power_leakage_nw": 3.86,
  "finalHoldViolCount": 0,
  "syn_avg_cell_area_um2": 24.9,
  "floorplanUtilization": 0.0880,
  "syn_to_final_growth_pct": 97.3,
  "synth_top_cell_by_count": "dfrtp_1",
  "post-synth-top-area-fraction": 0.999,
  "fp.coreArea_mm2": 0.0504,
  "setup-violations-final": 177,
  "boundaryPins": 356,
  "ir_drop_v": 0.00106,
  "enable_flop_cells": 0,
  "num-multi-input-gates": 0,
  "worstPathMaxFanout": 1,
  "met2WireLength_um": 7960,
  "globalplace.congestion": 0.759,
  "ys_seq_frac": 0.999,
  "route.detailed.drc": 0,
  "post_cts.repair.setup_buffers": 0,
  "hold_fix_buffers_at_cts": 0,
  "final_design_area_no_fill_mm2": 0.00875,
  "worst_path_largest_cell_delay_ps": 380,
  "worst_slack_ps": -190,
  "overflow": 0,
  "async_reset_ff_frac": 1.00,
  "yosys_warnings": 1,
  "std_cell_rows": 82,
  "critical_path.startpoint_type": "flop",
  "ys_top_cells_by_area": "dfrtp_1, inv_1",
  "grt_first_pass_wirelength_um": 22900,
  "syn_area_mm2": 0.00443,
  "power.total_mw": 15.3,
  "worst_hold_slack_ps": 133,
  "routedLengthMet1_um": 5520,
  "worst-path-buf-inv": 1,
  "vias": 2980,
  "grt_start_max_net_pins": 23,
  "maxSlewViolCount": 0,
  "cpMaxStageDelayCell": "dfrtp_1",
  "port-buffer-count": 355,
  "dr_wl_met3_um": 2350,
  "route.detailed.wl_per_inst_um": 12.9,
  "ys_seq_elements": 177,
  "fp.dieH_um": 246,
  "post_route_minimum_period_ps": 1190,
  "worst_setup_sp": "rs2Out[13]$_DFF_PP0_",
  "critPathTopFamily": "flip-flops",
  "yosysTopAreaCell": "dfrtp_1",
  "floorplan.die.width_um": 246,
  "drv_cap": 0,
  "pwr_density_cell_mw_per_mm2": 1750,
  "cts_max_level": 4,
  "clockRootBuffer": "clkbuf_16",
  "antenna_found_initial": 0,
  "timing.slew.headroom": 0.841,
  "routed.top_layer": "met4",
  "cts_made_buffers": 17,
  "tightestPinTransition_ps": 238,
  "all_layer_global_routing_usage": 0.0516,
  "yosysUniqueCellTypes": 2,
  "worstPathCellList": "buf_2",
  "clkTransAtPathRegs_ps": 70,
  "drt_pre_antenna_iters": 2,
  "timing.critical_path.to_type": "primary output",
  "max_freq_mhz": 841,
  "combGateArea_um2": 0,
  "tritoncts": "yes",
  "rsz_0062_raised_after_global_routing": "yes",
  "warnings": 28,
  "postSynth.topFlopCell": "dfrtp_1"
}
power breakdown:
part	internal, mW	total (mW)	leakage (nW)	switching (mW)
registers	7.51	7.59	2.06	0.0758
clock network	3.30	6.44	0.274	3.14
logic	0.916	1.28	1.52	0.361
final cells by class:
class | instances | area, um^2 | share of cell area
Sequential cell | 177 | 4430 | 0.506
Timing Repair Buffer | 375 | 2900 | 0.331
Tap cell | 672 | 841 | 0.0961
Clock buffer | 17 | 425 | 0.0486
Clock inverter | 15 | 146 | 0.0167
Inverter | 1 | 7.51 | 0.000858
kinds of logic after synthesis:
group | Yosys count | synth area share
DFF | 177 | 0.999
buffers and inverters | 1 | 0.000846
sequential cells by signal, indices dropped and copies added (netlist names):
signal         cells
lwOut              1
immOut            32
EscMemOut          1
BranchOut          1
aluControlOut      3
rdOut              5
jumpOut            1
ulaImmOut          1
rs2Out            32
pcOut             32
rs1Out            32
auiPcOut           1
luiOut             1
jalrOut            1
EscRegOut          1
pcAdd4Out         32
path summary, 6_finish.rpt:
path	end	cells past startpoint	slack [ps]
max	rs2Out[13]	1	-190
min	pcAdd4Out[1]$_DFF_PP0_	3	130
max in group asynchronous	pcAdd4Out[18]$_DFF_PP0_	4	540
min in group clk0	rs1Out[3]$_DFF_PP0_	1	150
placed cells by master, fill, tap and decap left out:
master	instances
inv_8	6
clkinv_8	1
dfrtp_1	177
buf_12	6
buf_6	1
buf_4	14
buf_2	176
clkinv_4	2
inv_6	2
clkinvlp_4	4
clkinv_2	1
clkdlybuf4s50_1	178
clkbuf_16	17
stage by stage:
step / setup slack, ps / setup TNS (ps) / instances
final: -190 / -24820 / 1257
after global routing: -271 / -38020 / 1257
after detailed placement: -75.3 / -229 / 1225
after floorplan: -1470 / -259590 / 178
after CTS: -271 / -37580 / 1257
after global placement: -80.5 / -222 / 1225
metal layers:
metal | vias to the layer above | global-route usage
met3 | 19 | 0.0365
met2 | 188 | 0.0832
li1 | 1343 | -
met5 | - | 0
met1 | 1430 | 0.0538
met4 | 0 | 0.0118
repair_timing:
action                                  in CTS  in global routing
hold endpoints to repair                     0                  0
gates resized                              588                  0
endpoints found under the setup margin     177                177
No activity file was given, so power comes from the tool's default toggle rates.
